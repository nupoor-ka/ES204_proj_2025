===== design/flow/design.v =====
module fp32(
    input [31:0] a,  
    input [31:0] b,  
    output reg [31:0] product  
);
    wire sign1, sign2, sign;
    wire [7:0] es1, es2;
    wire [22:0] mantissa1, mantissa2;
    reg [47:0] mantissa_product;
    reg [7:0] exponent_result;
    wire a_zero, b_zero;
    wire a_inf, b_inf;
    wire a_nan, b_nan;
    assign sign1 = a[31];
    assign es1 = a[30:23];
    assign mantissa1 = a[22:0];
    assign sign2 = b[31];
    assign es2 = b[30:23];
    assign mantissa2 = b[22:0];
    assign sign = sign1 ^ sign2;
    assign a_zero = (es1 == 8'd0) && (mantissa1 == 23'd0);
    assign b_zero = (es2 == 8'd0) && (mantissa2 == 23'd0);
    assign a_inf = (es1 == 8'b11111111) && (mantissa1 == 0);
    assign b_inf = (es2 == 8'b11111111) && (mantissa2 == 0);
    assign a_nan = (es1 == 8'b11111111) && (mantissa1 != 0);
    assign b_nan = (es2 == 8'b11111111) && (mantissa2 != 0);
    wire [7:0] e_sum = es1 + es2 - 8'd127;
    always @(*) begin
        product = 32'd0;
        if (a_nan || b_nan) begin
            product = {1'b0, 8'b11111111, 23'h400000};  
        end
        else if ((a_inf && b_zero) || (b_inf && a_zero)) begin
            product = {1'b0, 8'b11111111, 23'h400000};  
        end
        else if (a_inf || b_inf) begin
            product = {sign, 8'b11111111, 23'd0};  
        end
        else if (a_zero || b_zero) begin
            product = {sign, 8'd0, 23'd0};  
        end
        else begin
            mantissa_product = {1'b1, mantissa1} * {1'b1, mantissa2};
            if (mantissa_product[47]) begin
                exponent_result = e_sum + 1;
                product = {sign, exponent_result, mantissa_product[46:24]};
            end else begin
                exponent_result = e_sum;
                product = {sign, exponent_result, mantissa_product[45:23]};
            end
        end
    end
endmodule

===== design/flow/run.sh =====
#!/bin/bash
# OpenROAD 26Q1-2900-gdf79404cd8, Yosys 0.63+post, stock flow scripts
make -C /OpenROAD-flow-scripts/flow DESIGN_CONFIG=/design/flow/config.mk WORK_HOME=/design/flow/orfs finish

===== design/flow/config.mk =====
export PLATFORM = sky130hd
export DESIGN_NAME = fp32
export DESIGN_NICKNAME = fp32
export VERILOG_FILES = /design/flow/design.v
export SDC_FILE = /design/flow/constraint.sdc
export NUM_CORES = 4
export LEC_CHECK = 1
export CORE_UTILIZATION = 30

===== design/flow/constraint.sdc =====
current_design fp32

set clk_period 21.3
set clk_io_pct 0.2

create_clock -name clk0 -period $clk_period

set non_clock_inputs [all_inputs -no_clocks]
set_input_delay [expr $clk_period * $clk_io_pct] -clock clk0 $non_clock_inputs
set_output_delay [expr $clk_period * $clk_io_pct] -clock clk0 [all_outputs]

==> results.json <==
{
  "dr.first_iter.drc_count": 507,
  "antenna_left": 0,
  "cp_max_fo": 25,
  "fmax_mhz": 58.1,
  "rows": 92,
  "grt_max_degree": 26,
  "finalClockPeriodUsage": 0.809,
  "final_cell_mix": "inv_1, fa_1, nand2_1",
  "drive_gt1_frac": 0.0231,
  "cts.repair.resized": 0,
  "grtUsageMet2": 0.316,
  "hold_class": "input pin to output pin",
  "lay_top_count": "inv_1",
  "yosysCellCount": 2257,
  "area.sequential_um2": 0,
  "dieArea_um2": 65700,
  "maxCapViolations": 0,
  "grt_usage": 0.195,
  "n_antenna_cell": 0,
  "initCoreUtil": 0.306,
  "timing.final.crit_period_ns": 17.22,
  "grt_first_pass_wirelength_um": 93900,
  "grt_use_met3": 0.0943,
  "fin_setup_tns_ns": 0,
  "placed_area_um2": 21400,
  "crit_arrival_ns": 12.96,
  "grt_pass1_vias": 16800,
  "drc_errors": 0,
  "slew_viol_final": 0,
  "yosysUniqueCellTypes": 55,
  "comb_area_um2": 16700,
  "yosys_warnings": 1,
  "viasPerCell": 4.71,
  "hold_viol_final": 0,
  "status": "completed",
  "synthesis.instances": 2257,
  "port_buffers": 96,
  "core_um2": 63400,
  "grt_use_met1": 0.242,
  "ios": 96,
  "firstDrtPassIters": 5,
  "totalWireLength_um": 56800,
  "grt-ovfl-total": 0,
  "rsz0062_at_grt": "no",
  "final_area_um2": 21400,
  "dieHeight_um": 256,
  "warnings": 33,
  "syn_avg_cell_area_um2": 8.59,
  "wire_per_inst_um": 18.1,
  "syn2layout_area_growth_pct": 10.1,
  "clkbuf_count": 0,
  "ys_seq_frac": 0,
  "slew_headroom": 0.519,
  "seq_cell_count": 0,
  "worst_pin_slew_ns": 0.720,
  "fin_util": 0.337,
  "startpoint": "b[8]",
  "cp-endpoint": "product[27]",
  "end_kind": "output pin",
  "critPathLaunchType": "input pin",
  "cts_hold_buf": 0,
  "yosys_area_um2": 19400,
  "nFillCells": 6641,
  "setup_violations": 0,
  "routabilityCongestion": 0.952,
  "dpl.hpwl_um": 43200,
  "top_usage_layer": "met2",
  "cp.required_ns": 17.04,
  "setup.worst_path.class": "input pin to output pin",
  "postCtsSetupRepairBufs": 0,
  "synth_area_um2": 19400,
  "num_vias": 14800,
  "die_width_um": 256,
  "antenna_found_initial": 2
}
[worst max-delay path: stages]
cell	delay (ns)
clkdlybuf4s50_1	0.91
clkinv_1	0.51
nor2_1	0.24
fa_1	0.45
fa_1	0.52
inv_1	0.05
fa_1	0.47
inv_1	0.05
fa_1	0.50
inv_1	0.05
fa_1	0.53
inv_1	0.05
fa_1	0.48
inv_1	0.05
fa_1	0.48
inv_1	0.04
ha_1	0.30
nand4_1	0.17
a2111oi_4	0.34
or3_4	0.25
nand3_4	0.10
a2111o_1	0.41
and3_1	0.33
buf_4	0.30
or4_1	0.52
nand3_1	0.09
clkdlybuf4s50_1	0.46
[synthesized netlist by cell type, types with 3 or more instances]
master | count | area [um2]
a211oi_1 | 3 | 22.5
a21o_1 | 30 | 225
a21oi_1 | 50 | 250
a31oi_1 | 3 | 18.8
and2_1 | 237 | 1480
and3_1 | 6 | 37.5
and4_1 | 4 | 35.0
buf_1 | 5 | 18.8
clkbuf_1 | 99 | 372
fa_1 | 482 | 9650
ha_1 | 183 | 2290
inv_1 | 597 | 2240
mux2i_1 | 9 | 90.1
nand2_1 | 303 | 1140
nand2b_1 | 4 | 25.0
nand3_1 | 21 | 105
nand4_1 | 21 | 131
nor2_1 | 64 | 240
nor2b_1 | 4 | 25.0
nor3_1 | 8 | 40.0
nor4_1 | 16 | 100
o211ai_1 | 6 | 45.0
o21ai_0 | 13 | 65.1
o21ai_1 | 5 | 25.0
o21bai_1 | 7 | 52.6
o31ai_1 | 5 | 37.5
or4_1 | 3 | 22.5
xnor2_1 | 22 | 193
xor2_1 | 13 | 114
[area by class of cell]
class,count,area share
inverters,599,0.105
multi-input cells,1550,0.784
well taps,846,0.0496
repair buffers,143,0.0615
[per-layer routing]
| metal | part of all wire | vias up |
|---|---|---|
| met3 | 0.12 | 95 |
| met2 | 0.47 | 659 |
| met5 | 0.00049 | - |
| li1 | - | 6670 |
| met4 | 0.023 | 4 |
| met1 | 0.38 | 7345 |
[through the flow]
step / std cells / hold WS (ns) / worst slack (ns)
4_1_cts: 3138 / 9.51 / 4.11
3_3_place_gp: 3138 / 9.50 / 4.18
5_1_grt: 3138 / 9.56 / 3.59
3_5_place_dp: 3138 / 9.50 / 4.13
6_report: 3138 / 9.50 / 4.08
2_1_floorplan: 2257 / 8.59 / 6.08
[how the worst min path moves through the flow]
stage	to	slack, ns	cells past startpoint	from
final	product[31]	9.50	4	a[31]
after global routing	product[31]	9.56	4	a[31]
after CTS	product[31]	9.51	4	a[31]
[logic make-up (layout without fill, tap and decap cells)]
group | count (synthesis) | count (layout) | share of synthesized area
buffers and inverters | 707 | 742 | 0.137
and+or+nand+nor | 702 | 702 | 0.180
adders and majority gates | 665 | 665 | 0.616
AOI/OAI and AO/OA | 139 | 139 | 0.0466
xor gates and xnor gates | 35 | 35 | 0.0158
muxes | 9 | 9 | 0.00465
