## flow/run.sh

```bash
#!/bin/bash
# OpenROAD 26Q1-2900-gdf79404cd8, Yosys 0.63+post, stock flow scripts
make -C /OpenROAD-flow-scripts/flow DESIGN_CONFIG=/design/flow/config.mk WORK_HOME=/design/flow/orfs finish
```

## flow/design.v

```verilog
`timescale 1ns / 1ps
module fp_32(
    input clk,
    input reset,
    input [7:0] data_in,
    input a_b,
    input load,      
    input in_out,  
    input [1:0] mode_in,   
    input mode_out,
    output reg [15:0] data_out           
);
    reg [31:0] a_reg;
    reg [31:0] b_reg;
    wire [31:0] product;
    integer i;
    always @(posedge clk or negedge reset) begin
        if (!reset) 
        begin
            a_reg <= 32'bX;
            b_reg <= 32'bX;
        end 
        else if(!in_out)
        begin
            if(load)
            begin
                if(a_b)  
                begin
                    case(mode_in)
                        2'b00: a_reg[31:24] <= data_in;
                        2'b01: a_reg[23:16] <= data_in;
                        2'b10: a_reg[15:8] <= data_in;
                        2'b11: a_reg[7:0] <= data_in;
                    endcase
                end
                else  
                begin
                    case(mode_in)
                        2'b00: b_reg[31:24] <= data_in;
                        2'b01: b_reg[23:16] <= data_in;
                        2'b10: b_reg[15:8] <= data_in;
                        2'b11: b_reg[7:0] <= data_in;
                    endcase
                end
            end
        end
    end
wire error, zero;
fp32_1 calling_func_fp32(.a(a_reg), .b(b_reg), .product(product));
always @ (in_out , mode_out)
    begin
        if(in_out)
        begin
            case(mode_out)  
            1'b1: data_out = product[31:16];
            1'b0: data_out = product[15:0];
            endcase
        end
    end
endmodule
module fp32_1(
    input [31:0] a,  
    input [31:0] b,  
    output reg [31:0] product  
);
    wire sign1, sign2, sign;
    wire [7:0] es1, es2;
    wire [22:0] mantissa1, mantissa2;
    reg [47:0] mantissa_product;
    reg [7:0] exponent_result;
    wire a_zero, b_zero;
    wire a_inf, b_inf;
    wire a_nan, b_nan;
    assign sign1 = a[31];
    assign es1 = a[30:23];
    assign mantissa1 = a[22:0];
    assign sign2 = b[31];
    assign es2 = b[30:23];
    assign mantissa2 = b[22:0];
    assign sign = sign1 ^ sign2;
    assign a_zero = (es1 == 8'd0) && (mantissa1 == 23'd0);
    assign b_zero = (es2 == 8'd0) && (mantissa2 == 23'd0);
    assign a_inf = (es1 == 8'b11111111) && (mantissa1 == 0);
    assign b_inf = (es2 == 8'b11111111) && (mantissa2 == 0);
    assign a_nan = (es1 == 8'b11111111) && (mantissa1 != 0);
    assign b_nan = (es2 == 8'b11111111) && (mantissa2 != 0);
    wire [7:0] e_sum = es1 + es2 - 8'd127;
    always @(*) begin
        product = 32'd0;
        if (a_nan || b_nan) begin
            product = {1'b0, 8'b11111111, 23'h400000};  
        end
        else if ((a_inf && b_zero) || (b_inf && a_zero)) begin
            product = {1'b0, 8'b11111111, 23'h400000};  
        end
        else if (a_inf || b_inf) begin
            product = {sign, 8'b11111111, 23'd0};  
        end
        else if (a_zero || b_zero) begin
            product = {sign, 8'd0, 23'd0};  
        end
        else begin
            mantissa_product = {1'b1, mantissa1} * {1'b1, mantissa2};
            if (mantissa_product[47]) begin
                exponent_result = e_sum + 1;
                product = {sign, exponent_result, mantissa_product[46:24]};
            end else begin
                exponent_result = e_sum;
                product = {sign, exponent_result, mantissa_product[45:23]};
            end
        end
    end
endmodule
```

## flow/constraint.sdc

```tcl
current_design fp_32

set clk_period 1.6
set clk_io_pct 0.2

create_clock -name clk0 -period $clk_period [get_ports {clk}]

set non_clock_inputs [all_inputs -no_clocks]
set_input_delay [expr $clk_period * $clk_io_pct] -clock clk0 $non_clock_inputs
set_output_delay [expr $clk_period * $clk_io_pct] -clock clk0 [all_outputs]
```

## flow/config.mk

```make
export PLATFORM = sky130hd
export DESIGN_NAME = fp_32
export DESIGN_NICKNAME = fp_32
export VERILOG_FILES = /design/flow/design.v
export SDC_FILE = /design/flow/constraint.sdc
export NUM_CORES = 4
export LEC_CHECK = 1
export CORE_UTILIZATION = 30
```

==> results.toml <==
# physical design summary
[place]
preCtsSetupSlack_ns = -0.329
gp_congestion = 0.943
place.detailed.hpwl_um = 47000
placed_area_mm2 = 0.0244
portBuffers = 31

[setup_path]
required_ns = 1.80
r2r_start = "b_reg[30]"
cp-start-kind = "input port"
cpPeakStageDelay_ns = 0.57
critPathTopFamily = "buffers and inverters"
critical_path_arrival_ns = 1.72
critical_path_class = "in2reg"
crit_buf_inv = 2
critPathMaxFanout = 8
slowest_stage = "clkdlybuf4s50_1"
worstSetupEndpointType = "flip-flop"
crit_chain = "clkdlybuf4s50_1 > nand3b_1 > nor3_1 > buf_4 > mux2_2"
startpoint = "mode_in[1]"

[floorplanning]
die_w_um = 277
chipHeight_um = 277
io_pins = 32
core_mm2 = 0.0747
chipArea_mm2 = 0.0768
fp_util = 0.304
rows = 100

[synthesis]
syn_inst = 2516
top_area_cell = "fa_1"
ys.warnings.count = 2
synth_cell_types = 81
synth.top_cell.area_share = 0.425
synth-edff-count = 0
ys_async_sr_fraction = 0.800
top_cell = "inv_1"
ys_ff = 80
synth_area_per_cell_um2 = 9.03
synth_chip_area_mm2 = 0.0227
ff_type = "dfrtp_1"
ys_top_cells_by_area = "fa_1, ha_1, inv_1"
syn_area_mm2 = 0.0227
ys_cells = 2516
top_cells_by_count = "inv_1, fa_1, nand2_1, and2_1, ha_1"

[sta]
fin_ws_ns = 0.0819
unclocked_pins = 16
final-setup-viol-count = 0
slew_violations = 0
period_needed_ns = 1.52
worst_slew_pin_slew_ns = 0.901
max_freq_ghz = 0.659
clock_skew_ns = 0
final_hold_viol_count = 0
untimed_endpoints = 32
period_used_share = 0.949
relSlewSlack = 0.384

[job]
cap_violations = 0
warnings = 26

[detailed_routing]
first_iter_violations = 746
ant_nets = 0
routed_wl_um = 62300
wl_per_cell_um = 17.8
vias = 16600
vias_per_cell = 4.74
first_pass_iters = 5
n_antenna_cell = 0
drc_errors = 0

[finish]
area_growth_pct = 8.76
fin_area_mm2 = 0.0247
drive_above_1_share = 0.0704

[outcome]
status = "complete, no violations"

[clock_tree]
clk_pin_slew_worst_paths_ns = 0.05
htreeDepth = 3
post-cts-setup-buffer-count = 0
clk_latency_ns = 0.32
cts_tree = "done"
cts_root_buffer = "clkbuf_16"
cts_buffers = 9
cts_buffer_depth = 2

[grt]
grt-busiest-layer = "met2"
use_met3 = 0.0736
antenna_found_initial = 1
grt_max_degree = 57
use_met2 = 0.276
grt_pass1_wl_um = 101000
grtUsageMet1 = 0.245
grt_pass1_vias = 17700
track_usage = 0.179
grt_remaining_overflow = 0

[worst_hold_path]
min_path_type = "in2async"
==> cell type report <==
class / count / area, µm²
sequential: 80 / 1840
multi-input combinational: 1720 / 18100
clock buffer: 14 / 284
clock inverter: 2 / 35.0
tap: 969 / 1210
timing repair buffer: 113 / 941
fill: 7708 / 50000
inverter: 600 / 2250
==> layout by cell type, fill, tap and decap left out, types with 10 or more instances in the layout <==
cell type,synthesis,layout
a21oi_1,51,51
clkdlybuf4s50_1,0,28
nand4_1,15,15
or3_1,10,10
a31oi_1,11,11
ha_1,183,183
xor2_1,10,10
o211ai_1,11,11
nand2_1,326,326
and2_1,243,243
nor4_1,17,17
mux2_2,48,48
inv_1,597,597
nor3_1,15,14
nor2_1,63,63
dlxtp_1,16,16
buf_4,3,80
a21o_1,18,18
dfrtp_1,64,64
o21ai_0,41,41
nand3_1,11,11
fa_1,482,482
mux2i_1,10,10
xnor2_1,28,28
==> per-layer routing <==
layer / wire length, µm / part of all wire
met1: 25600 / 0.41
met2: 29000 / 0.46
met3: 6490 / 0.10
met4: 1320 / 0.021
met5: 0 / 0
==> cell families after synthesis <==
logic type / synth area share
AOI/OAI and AO/OA: 0.0639
xor gates and xnor gates: 0.0154
adders and majority gates: 0.526
buffers and inverters: 0.122
DFF: 0.0705
latches: 0.0106
muxes: 0.0295
and+or+nand+nor: 0.163
==> through the flow <==
stage / hold WS (ns) / setup TNS [ns] / std cells / util
after floorplan: 0.0244 / 0 / 2516 / -
after global placement: 0.195 / -14.24 / 3481 / 0.326
after detailed placement: 0.198 / -13.66 / 3481 / 0.326
after CTS: 0.388 / 0 / 3498 / 0.330
after global routing: 0.417 / -0.0665 / 3498 / 0.331
final: 0.399 / 0 / 3498 / 0.331
==> timing repair <==
action | in CTS | in global routing
hold endpoints to repair | 8 | 0
hold buffers | 1 | 0
resized | 0 | 3
setup endpoints to repair | 0 | 22
==> path summary, 6_finish.rpt <==
path | to | slack (ns) | cells past startpoint
max reg2reg | b_reg[30] | 0.80 | 1
min | a_reg[30] | 0.40 | 2
min in group clk0 | b_reg[4] | 0.50 | 1
min reg2reg | b_reg[4] | 0.50 | 1
max | b_reg[13] | 0.08 | 5
max in group asynchronous | b_reg[7] | 0.63 | 3
